<file path="design/flow/design.v">
module TopLevelShiftRegisterBringup(parallel_out, serial_out, button0, switch0, switch1, clk, parallel_in);
    input button0;
    input switch0;
    input switch1;
    input clk;
    input[7:0] parallel_in;
	 output serial_out;
	 output wire [7:0] parallel_out;
	 wire b_conditioned, b_positiveedge, b_negativeedge;
	 wire s0_conditioned, s0_positiveedge, s0_negativeedge;
	 wire s1_conditioned, s1_positiveedge, s1_negativeedge;
	 inputconditioner cond_button (clk, button0, b_conditioned, b_positiveedge, b_negativeedge);
	 inputconditioner cond_switch0 (clk, switch0, s0_conditioned, s0_positiveedge, s0_negativeedge);
	 inputconditioner cond_switch1 (clk, switch1, s1_conditioned, s1_positiveedge, s1_negativeedge);
	 shiftregister shiftreg1 (clk, s1_positiveedge, b_negativeedge, parallel_in, s0_conditioned, parallel_out, serial_out);
endmodule
module inputconditioner(clk, noisysignal, conditioned, positiveedge, negativeedge);
output reg conditioned = 0;
output reg positiveedge = 0;	 
output reg negativeedge = 0;	 
input clk, noisysignal;
parameter counterwidth = 3;
parameter waittime = 3;
reg[counterwidth-1:0] counter =0;
reg synchronizer0 = 0;
reg synchronizer1 = 0;
always @(posedge clk ) begin
	if(conditioned == synchronizer1) begin
		counter = 0;
		positiveedge = 0;
		negativeedge = 0;
	end
	else begin
		if( counter == waittime) begin
			counter = 0;
			if(synchronizer1 > conditioned) begin
				positiveedge = 1;
			end
			else begin
				negativeedge = 1;
			end
			conditioned = synchronizer1;
		end
		else
			counter = counter+1;
	end
	synchronizer1 = synchronizer0;
	synchronizer0 = noisysignal;
end
endmodule
module shiftregister(clk, peripheralClkEdge, parallelLoad, parallelDataIn, serialDataIn, parallelDataOut, serialDataOut, faultinjector);
parameter width = 8;
input               clk;
input               peripheralClkEdge;  
input               parallelLoad;
output wire [width-1:0]   parallelDataOut;
output              serialDataOut;
input[width-1:0]    parallelDataIn;
input               serialDataIn;
input					  faultinjector;
reg[width-1:0]      shiftregistermem;
always @(posedge clk) begin
	if (parallelLoad == 1) begin
		shiftregistermem = parallelDataIn;
	end
	else if (parallelLoad == 0 && peripheralClkEdge == 1) begin 
		shiftregistermem = shiftregistermem << 1;
		shiftregistermem[0] = serialDataIn;
	end
end
assign parallelDataOut = shiftregistermem;
assign serialDataOut = parallelDataOut[7];
endmodule
module testshiftregister;
reg             clk;
reg             peripheralClkEdge;
reg             parallelLoad;
wire[7:0]       parallelDataOut;
wire            serialDataOut;
reg[7:0]        parallelDataIn;
reg             serialDataIn; 
shiftregister #(8) sr(clk, peripheralClkEdge, parallelLoad, parallelDataIn, serialDataIn, parallelDataOut, serialDataOut);
initial begin
#5 clk=0; #5 clk=1;
peripheralClkEdge=1;
parallelLoad=0;
serialDataIn=1;
#100
$display("test1");
$display("parallelDataOut %b, expected xxxx_xxx1", parallelDataOut);
$display("serialDataOut %b, expected x", serialDataOut);
#5 clk=0; #5 clk=1;
peripheralClkEdge = 1;
parallelLoad = 0;
serialDataIn = 0;
#100
$display("test2");
$display("parallelDataOut %b, expected xxxx_xx10", parallelDataOut);
$display("serialDataOut %b, expected x", serialDataOut);
#5 clk=0; #5 clk=1;
peripheralClkEdge = 1;
parallelLoad = 1;
parallelDataIn = 6;
serialDataIn = 0;
#100
$display("test3");
$display("parallelDataOut %b, expected 0000_0110", parallelDataOut);
$display("serialDataOut %b, expected 0", serialDataOut);
#5 clk=0; #5 clk=1;
peripheralClkEdge = 0;
parallelLoad = 1;
parallelDataIn = 128;
serialDataIn = 1;
#100
$display("test4");
$display("parallelDataOut %b, expected 1000_0000", parallelDataOut);
$display("serialDataOut %b, expected 1", serialDataOut);
#5 clk=0; #5 clk=1;
peripheralClkEdge = 0;
parallelLoad = 0;
serialDataIn = 1;
#100
$display("test5");
$display("parallelDataOut %b, expected 1000_0000", parallelDataOut);
$display("serialDataOut %b, expected 1", serialDataOut);
end
endmodule
</file>
<file path="design/flow/constraint.sdc">
current_design TopLevelShiftRegisterBringup

set clk_period 2.4
set clk_io_pct 0.2

create_clock -name clk0 -period $clk_period [get_ports {clk}]

set non_clock_inputs [all_inputs -no_clocks]
set_input_delay [expr $clk_period * $clk_io_pct] -clock clk0 $non_clock_inputs
set_output_delay [expr $clk_period * $clk_io_pct] -clock clk0 [all_outputs]
</file>
<file path="design/flow/config.mk">
export PLATFORM = sky130hd
export DESIGN_NAME = TopLevelShiftRegisterBringup
export DESIGN_NICKNAME = TopLevelShiftRegisterBringup
export VERILOG_FILES = /design/flow/design.v
export SDC_FILE = /design/flow/constraint.sdc
export NUM_CORES = 4
export LEC_CHECK = 1
export CORE_AREA = 10 10 94 94
export DIE_AREA = 0 0 104 104
</file>
<file path="design/flow/run.sh">
#!/bin/bash
# OpenROAD 26Q1-2900-gdf79404cd8, Yosys 0.63+post, stock flow scripts
make -C /OpenROAD-flow-scripts/flow DESIGN_CONFIG=/design/flow/config.mk WORK_HOME=/design/flow/orfs finish
</file>
==> Slide: Implementation Results <==
Flow Results at a Glance

Run status
  • Outcome: completed

Place
  • Port Buffer Count: 20
  • Setup WS pre-CTS: 0.951 ns
  • Detailed placer's ending HPWL: 1280 um
  • GP Congestion: 0.678

Yosys
  • Syn Area/Cell: 14.9 um2
  • Synthesized cell area: 1040 um2
  • Distinct lib cells used: 16
  • Mux area share: 11.5%
  • Synthesis Warnings: 2
  • Seq share, synth: 64.3%
  • Compound Share, Synth: 0.959%
  • AND/OR/NAND/NOR Cells, Area Fraction: 8.87%
  • Post-Synth Adder-Cell Area: 9.59%
  • Synth Instances: 70
  • Synth area leader: dfxtp_1
  • Dominant comb cell: multiplexers
  • Top cell area share: 32.6%
  • Top area cell types: dfxtp_1, edfxtp_1, mux2_4
  • Flops after synth: 28
  • Yosys xor share: 0.839%
  • Yosys Instances: 70
  • YS chip area: 1040 um2

Clock tree
  • Post_cts resized: 0
  • Setup bufs post-CTS: 0
  • Cts bufs inserted: 3
  • Late-Pin Clk Latency: 0.27 ns
  • Clock transition at path regs: 0.09 ns
  • TritonCTS clock tree: yes
  • Hold_buf cts: 0
  • Number of clock sinks: 28
  • CTS Buffer Depth: 2
  • CTS H-tree depth: 1
  • CTS Root Cell: clkbuf_8

Floorplanning
  • DIE WIDTH: 104 um
  • Num ports: 21
  • Die Size: 10800 um2
  • Core outline area: 6830 um2
  • Initial Util: 15.3%
  • Rows: 30
  • DIE HEIGHT: 104 um

Finish
  • Share of layout cells above drive strength 1: 15.1%
  • Area Overhead vs Synth: 34.9%
  • Top cell excl fill/tap: clkdlybuf4s50_1
  • Most frequent cells in the layout: clkdlybuf4s50_1, dfxtp_1, edfxtp_1

Setup path
  • CP Buf/Inv Count: 1
  • Total stage count of the critical path: 1
  • Max incr delay on CP: 0.49 ns
  • Reg2reg path depth: 2
  • Critical path class: flop to output pin
  • CP Capture Type: output pin
  • Worst Setup SP: shiftreg1.shiftregistermem[2]
  • Worst EP arrival: 1.15 ns
  • Worst R2R End: shiftreg1.shiftregistermem[0]
  • R2R Path Start: cond_button.negativeedge
  • Crit path DRT: 1.92 ns
  • Kind of cell adding the most delay to the critical path: buffers and inverters
  • R2R setup slack: 1.08 ns
  • Slowest CP cell: clkdlybuf4s50_1
  • CP Capture Point: parallel_out[2]
  • CP Launch Type: flop
  • Critical Path, Cell by Cell: clkdlybuf4s50_1
  • Worst-path fanout max: 2

Detailed routing
  • DR vias: 545
  • Detailed Route WL: 1680 um
  • Routed Antenna Nets: 0
  • WL/cell: 8.87 um
  • # diodes: 0
  • Detailed-route vias per instance: 2.88
  • Post-route DRC: 0
  • Initial DRC count: 5
  • Pre-Repair DR Iteration Count: 2

Global routing
  • GRT overflow: 0
  • Antenna violations before repair: 0
  • Vias in the first global route: 575
  • Largest net degree at the start of global routing: 16
  • GR Util All Layers: 3.18%
  • First-pass GRT wire length: 2820 um

Power and ir drop
  • Tot Pwr: 984 uW
  • VDD IR-drop max: 0.246 mV
  • Pwr per Cell Area: 699 nW/um2
  • Static leakage: 0.519 nW

STA
  • Cycle use final: 68.0%
  • Final setup viols: 0
  • RSZ-0062 raised after global routing: no
  • Final WS setup: 0.768 ns
  • FMAX: 613 MHz
  • Hold Fails Final Rpt: 0
  • WHS: 0.333 ns
  • Final Critical Period: 1.63 ns
  • Setup Skew: 0.00789 ns
  • Slew margin rel.: 74.2%
  • Setup TNS: 0 ns
  • Worst-margin pin slew: 0.384 ns
  • Slew Viols, Final: 0

Run
  • # Max-Cap Violations: 0
  • OpenROAD warnings: 25

Worst hold path
  • Type of the worst min-delay path: flop to flop
  • Hold Path Depth: 0
[cell usage after synthesis]
library cell and n:
dfxtp_1 17, edfxtp_1 11, ha_1 8, mux2_4 8, inv_1 6, nor3_1 6, nor2b_1 3, a21oi_1 2
nor3b_1 2, buf_4 1, buf_6 1, nand2b_1 1, nor2_1 1, nor3b_2 1, or2_1 1, xnor2_1 1
[sequential cells by signal, indices dropped and copies added, names as in the netlist, 3 cells and up]
| signal | flops |
|---|---|
| cond_button.counter | 3 |
| shiftreg1.shiftregistermem | 8 |
| cond_switch0.counter | 3 |
| cond_switch1.counter | 3 |
[worst min-delay path by stage]
stage,startpoint,endpoint,slack [ns]
4_1_cts,cond_switch1.synchronizer0,cond_switch1.synchronizer1,0.34
5_1_grt,cond_switch1.synchronizer0,cond_switch1.synchronizer1,0.35
6_report,cond_switch1.synchronizer0,cond_switch1.synchronizer1,0.33
[cell families after synthesis]
kind of cell	count (synthesis)
AOI/OAI and AO/OA	2
xor gates and xnor gates	1
adders and majority gates	8
buffers and inverters	8
DFF	28
muxes	8
and+or+nand+nor	15
[report_power, final]
part           internal, mW  switching [mW]  total, mW
sequential            0.545          0.0212      0.566
combinational        0.0877          0.0442      0.132
clock                 0.147           0.139      0.286
total                 0.779           0.205      0.984
[area by class of cell]
type | count | area (um2)
clock buffers | 4 | 55.1
fillers | 748 | 5420
inverters | 6 | 22.5
multi-input cells | 34 | 332
flip-flops and latches | 28 | 671
well taps | 96 | 120
repair buffers | 21 | 208
[layer usage]
metal | wire length, um | up-vias | GRT usage (%)
met3 | 158 | 0 | 1.69
li1 | - | 288 | -
met5 | 0 | - | 0
met2 | 639 | 19 | 4.28
met1 | 878 | 238 | 4.62
met4 | 0 | 0 | 0.0994
[through the flow]
step	std cells	utilization (%)	instance area, um2
finish	189	20.6	1410
floorplan	70	-	1040
global placement	185	19.8	1350
detailed placement	185	19.8	1350
CTS	189	20.6	1410
global route	189	20.6	1410
[worst reg2reg max path, delay by kind of cell, from the launching register on]
kind,cells,cell delay (ns)
mux,1,0.29
flops,1,0.57
buf+inv,1,0.22
Power and IR drop assume default switching activity.
