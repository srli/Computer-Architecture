File: config.mk
export PLATFORM = sky130hd
export DESIGN_NAME = DataMemory
export DESIGN_NICKNAME = DataMemory
export VERILOG_FILES = /design/flow/design.v
export SDC_FILE = /design/flow/constraint.sdc
export NUM_CORES = 4
export LEC_CHECK = 1
export CORE_UTILIZATION = 40
File: constraint.sdc
current_design DataMemory

set clk_period 16.5
set clk_io_pct 0.2

create_clock -name clk0 -period $clk_period [get_ports {clk}]

set non_clock_inputs [all_inputs -no_clocks]
set_input_delay [expr $clk_period * $clk_io_pct] -clock clk0 $non_clock_inputs
set_output_delay [expr $clk_period * $clk_io_pct] -clock clk0 [all_outputs]
File: design.v
module DataMemory(clk, dataOut, address, writeEnable, dataIn);
parameter addresswidth = 7;
parameter depth = 2**addresswidth;
parameter width = 8;
output reg [width-1:0]  dataOut;
input clk;
input [addresswidth-1:0]    address;
input writeEnable;
input[width-1:0]    dataIn;
reg [width-1:0] memory [depth-1:0];
always @(posedge clk) begin
    if(writeEnable)
        memory[address] = dataIn;
     dataOut = memory[address];
     end
integer i;
initial begin
for(i=0;i<depth;i=i+1)
memory[i]=3*i;
end
endmodule
File: run.sh
#!/bin/bash
# OpenROAD 26Q1-2900-gdf79404cd8, Yosys 0.63+post, stock flow scripts
make -C /OpenROAD-flow-scripts/flow DESIGN_CONFIG=/design/flow/config.mk WORK_HOME=/design/flow/orfs finish
==> results_slide.txt <==
Physical Implementation Snapshot

Outcome
  – Run status: finished, final reports clean

Floorplan
  – Die width: 336.1 um
  – Starting Density: 40.35%
  – Row cnt: 122
  – Die area: 113000 um^2
  – Vertical die dimension: 336.1 um
  – Placeable core area: 110700 um^2
  – Ports placed on the boundary: 25

Drt
  – Vias/cell: 6.496
  – Post-detailed-route DRC marker count: 0
  – Number of violations reported at the end of detailed-routing iteration 0: 5075
  – Routed WL per cell: 39.72 um
  – DRT Wirelength: 251200 um
  – Number of nets still failing antenna checks after routing: 0
  – Total number of vias: 41100
  – Pre-antenna DRT Iters: 6

Worst setup path
  – Nature of the critical path startpoint: input pin
  – Startpoint of the most critical register-to-register path: memory[6][4]
  – Critical Setup Path Class: in2reg
  – R2r setup slk: 12.42 ns
  – CP Buf/Inv Count: 3
  – Arrival @ worst endpoint: 9.01 ns
  – Delay-heaviest family, CP: simple AND/OR/NAND/NOR gates
  – Capture point of the worst reg-to-reg path: dataOut[4]
  – Largest fanout of any net on the critical path: 43
  – Setup crit end kind: flop
  – Required time worst endpoint: 17.12 ns
  – Delay of the slowest critical-path stage: 1.22 ns
  – Most common cell on crit path: buf_4
  – Crit-path cells: buf_2 -> buf_4 -> buf_4 -> nand4bb_1 -> nor2_1 -> nor2_2 -> mux2_2 -> a22oi_1 -> nand3_1 -> or4_1 -> nor4bb_1 -> a2bb2oi_1
  – Path depth of the worst reg2reg path: 9
  – Library cell contributing the largest single delay on the critical path: nor2_1

Job
  – Maxcap violations: 0
  – Number of logged tool warnings: 26

Worst hold path
  – Hold path startpoint: memory[69][2]
  – Hold-critical path endpoint: memory[69][2]
  – Instance count along the most critical hold path: 2
  – Worst hold path type: reg2reg

Yosys
  – Most area-consuming cells after synthesis: dfxtp_1 46%, mux2_2 17%, nand2_1 5.9%, o21ai_0 4.5%, a22oi_1 2.5%
  – Yosys warning count: 2
  – Post-synth EDFFs: 0
  – Main flop type: dfxtp_1
  – Mapped Avg Cell Area: 9.621 um^2
  – Count of unique library cells instantiated by Yosys: 100
  – Top cell types by occurrence after synthesis: 1032 x dfxtp_1, 702 x nand2_1, 693 x mux2_2
  – Library cell occupying the most area in the post-synthesis netlist: dfxtp_1
  – Cell total in the yosys stat output: 4641
  – Cell area after technology mapping: 44650 um^2
  – Async SR Flop Fraction: 0%
  – Flip-flop and latch count after synthesis: 1032
  – Post-Syn Instances: 4641
  – Post-synth seq share: 46.27%
  – Area share of the leading cell type in the synthesized netlist: 46.27%
  – Most used standard cell by instance count after synthesis: dfxtp_1
  – Synthesis area per yosys: 44650 um^2

Power and ir drop
  – VDD IR-drop max: 92.08 uV
  – Clock share of power: 41.1%
  – Power consumption: 6358 uW
  – Switching part of the total power: 26.68%
  – Power spent charging and discharging nets: 1696 uW
  – Internal power summed over all cells: 4662 uW
  – Fraction of power consumed by combinational cells: 12.0%
  – Pleak: 0.02018 uW
  – PwrDens: 123.2 nW/um^2
  – Flop pwr share: 46.9%

STA
  – Number of pins exceeding their max-slew limit in the final report: 0
  – Unrepaired setup endpoints after global routing: no
  – Post-route minimum period: 8.392 ns
  – Post-route clock skew: 0.03211 ns
  – Tightest slew margin relative to the limit: 5.611%
  – Total negative slack: 0 ns
  – Final setup viols: 0
  – Worst-margin pin slew: 1.408 ns
  – Worst hold slack across all endpoints: 0.4443 ns
  – Number of hold violations in the final report: 0
  – Share of the clock period used by the worst path: 50.86%
  – Peak clock frequency supported by timing: 0.1192 GHz

CTS
  – Post-CTS setup buffer count: 0
  – Post-cts hold-fix buffer tally: 0
  – Clock slew at reported path FFs: 0.06 ns
  – Clock H-tree levels: 3
  – CTS Buf Count: 112
  – Number of clock sinks: 1032
  – Number of gates given a new drive strength after cts: 0
  – CTS max path bufs: 3
  – Clock latency of the later-clocked register in the worst-skew pair: 0.74 ns
  – Cell at the root of the clock tree: clkbuf_16
  – Clock tree from TritonCTS: built

GRT
  – Largest net degree at the start of global routing: 54
  – Via count of the first global-routing pass: 38010
  – Number of antenna violations at the first check in global routing: 33
  – Met2 Use GR: 58.97%
  – First-pass GRT wire length: 335700 um
  – Gr ovfl total: 0
  – Global-route total usage across every layer: 45.71%
  – Most used routing layer in global routing: met1
  – Grt met1 use: 62.75%
  – Met3 routing resource usage after global routing: 24.33%

Cells and area
  – Proportion of layout cells with a drive suffix above 1: 27.20%
  – Finished Core Util: 46.63%
  – Area growth from synthesis to final layout: 15.57%
  – Final cell area excluding filler cells: 51600 um^2

Placement
  – Post-detailed-placement cell area: 47770 um^2
  – HPWL after detailed placement: 179800 um
  – Final GP Congestion: 1.147
  – Port Buffer Count: 24
cells in the final DEF, fill, tap and decap left out, types with 14 or more instances in the layout:
master	instances
clkbuf_8	32
inv_1	19
clkbuf_1	26
a21oi_1	135
a22o_1	37
a22oi_1	147
mux2i_1	28
nor3_1	35
nand4_1	61
a311oi_1	14
o21ai_0	397
nor4_1	21
mux2_2	693
and4b_1	16
nand2_1	702
and2_1	24
a221o_1	19
a32oi_1	53
o22ai_1	31
and3_1	23
and4_1	17
a2111oi_0	17
a211oi_1	23
nor2_1	203
dfxtp_1	1032
clkbuf_16	112
clkinv_2	19
a221oi_1	22
nand3b_1	15
nand3_1	110
a21o_1	17
o211ai_1	20
nand4b_1	23
buf_4	337
final cells by class:
cell class / instances / area (um^2)
diodes: 7 / 17.52
clock buffers: 170 / 3341
clock inverters: 39 / 462.9
fillers: 10420 / 59070
inverters: 26 / 97.59
multi-input cells: 3212 / 22510
flip-flops and latches: 1032 / 20660
well taps: 1488 / 1862
repair buffers: 352 / 2651
sequential cells by signal, indices dropped and copies added (netlist names):
register,count
dataOut,8
memory,1024
power groups by stage:
| stage | combinational [uW] | sequential [uW] | clock (uW) |
|---|---|---|---|
| after CTS | 738 | 2980 | 2630 |
| after global routing | 803 | 3020 | 2720 |
| final | 763 | 2980 | 2610 |
logic make-up after synthesis:
group                  synth area share [%]
AND-OR/OR-AND                         16.30
XOR/XNOR                            0.09810
buffers and inverters                 3.833
flip-flops                            46.27
multiplexers                          18.20
AND/OR/NAND/NOR                       15.30
per-layer routing:
| layer | part of all wire (%) | vias up | wire (um) |
|---|---|---|---|
| li1 | - | 17190 | - |
| met3 | 15 | 637 | 37540 |
| met1 | 40 | 20610 | 100500 |
| met2 | 39 | 2633 | 97610 |
| met5 | 0.089 | - | 223 |
| met4 | 6.1 | 30 | 15420 |
worst register-to-register path, stage by stage (launching register included):
cell       delay, ns
dfxtp_1         0.32
a22oi_1         0.62
o22ai_1         0.33
a2111oi_0       0.70
o2111ai_1       0.39
a2111oi_0       0.48
nand3_1         0.21
or4_1           0.52
nor4_1          0.25
o21ba_2         0.19
worst max path at each step:
stage,slack [ns],startpoint,end,cells after the start
finish,8.11,address[2],dataOut[0],12
CTS,8.51,address[0],dataOut[4],16
global route,8.05,writeEnable,dataOut[3],13
metrics by stage:
| stage | cells | setup WS, ns |
|---|---|---|
| floorplan | 4641 | 9.800 |
| global placement | 6110 | 7.596 |
| finish | 6326 | 8.108 |
| detailed placement | 6110 | 7.747 |
| CTS | 6319 | 8.515 |
| global route | 6320 | 8.051 |
Power and IR drop assume default switching activity.
