[design/flow/config.mk]
export PLATFORM = sky130hd
export DESIGN_NAME = datamemory
export DESIGN_NICKNAME = datamemory
export VERILOG_FILES = /design/flow/design.v
export SDC_FILE = /design/flow/constraint.sdc
export NUM_CORES = 4
export LEC_CHECK = 1
export CORE_UTILIZATION = 50
[design/flow/constraint.sdc]
current_design datamemory

set clk_period 6.5
set clk_io_pct 0.2

create_clock -name clk0 -period $clk_period [get_ports {clk}]

set non_clock_inputs [all_inputs -no_clocks]
set_input_delay [expr $clk_period * $clk_io_pct] -clock clk0 $non_clock_inputs
set_output_delay [expr $clk_period * $clk_io_pct] -clock clk0 [all_outputs]
[design/flow/design.v]
module datamemory(dataOut, dataIn, addressr, clk, writeEnable);
parameter addresswidth = 8;
parameter depth = 2**addresswidth;
parameter width = 8;
output reg [width-1:0]  dataOut;
wire[7:0] tempreg1;
input clk;
input [addresswidth-1:0]    addressr;
input writeEnable;
input[width-1:0]    dataIn;
reg [width-1:0] memory [depth-1:0];
wire[6:0] address;
assign address = addressr[7:1];
always @(posedge clk) begin
    if(writeEnable)
        memory[address] <= dataIn;
     	dataOut <= memory[address];
     end
assign tempreg1 = memory[0];
endmodule
[design/flow/run.sh]
#!/bin/bash
# OpenROAD 26Q1-2900-gdf79404cd8, Yosys 0.63+post, stock flow scripts
make -C /OpenROAD-flow-scripts/flow DESIGN_CONFIG=/design/flow/config.mk WORK_HOME=/design/flow/orfs finish
==> flow_summary.ini <==
; physical design summary
[worst_setup_path]
critical_path_arrival_ns = 4.68
slowest_stage = buf_4
cp_top_family = buffers and inverters
reg2regPathDepth = 5
reg2reg_from = memory[118][2]
worstPathCellList = buf_8, buf_4, buf_12, mux4_2, mux4_2, o22ai_1, nor3_1, a211oi_1, a31oi_1
cp-start-kind = input port
critPathMaxStageDelay_ns = 0.67
critical_path_class = input port to flip-flop
r2r_slack_ns = 3.21
crit-reg2reg-capture = memory[72][6]
cp_max_fo = 65
cp_num_cells = 9
cpMostUsedCell = mux4_2
required_ns = 6.99
path_buffers = 3
crit_path_end_kind = flip-flop

[yosys]
syn-instance-count = 1894
ys_ff = 1032
flop_cell = edfxtp_1
edf_count = 1024
yosysChipArea_um2 = 40500
synthesis.area_um2 = 40500
ys_seq_share_pct = 76.4
ys_cells = 1894
synth.distinct_cells = 59
yosys_warnings = 1
synthArstFlopShare_pct = 0
avgSynthCellArea_um2 = 21.4

[detailed_routing]
drt_iter0_drc = 1332
drtAntennaViolNets = 0
drc = 0
n_antenna_cell = 0
firstDrtPassIters = 7
wl_per_cell_um = 29.9
vias = 19400
vias_per_cell = 6.14
wl_um = 94500

[final_timing]
hold_viol_final = 0
slew_headroom_pct = 30.0
setup_tns_ns = 0
setup_violations = 0
finClkSkew_ns = 0.0284
whs_ns = 0.839
layout_min_cycle_time_ns = 4.19
grt_setup_unrepaired = false
drv_slew = 0
tightest_slew_ns = 1.04
finalCritPeriodShare_pct = 64.4
fmax_mhz = 239

[flow_run]
drv_cap = 0
tool_warnings = 27

[finish]
syn_to_final_growth_pct = 12.5
seq_area_um2 = 30900
mi_logic_area_um2 = 8700
fin_cells = 3162
nFillCells = 5630
drive_gt1_share_pct = 24.0

[global_routing]
grt_pass1_wl_um = 140000
grt_max_degree = 91
grt_pass1_vias = 21000
grt_antenna_before_repair = 2
grt_usage_pct = 26.8
gr-total-overflow = 0

[worst_hold_path]
worstHoldStart = memory[96][7]
hp-class = flip-flop to flip-flop
min_delay_worst_endpoint = dataOut[7]
hold_depth = 5

[clock_tree]
post_cts_buffers = 0
cts.repair.resized = 0
clockBufferDepth = 3
clk_pin_slew_ns = 0.06
postCtsHoldBufs = 0
cts_tree = yes
cts.sinks = 1032
insertion_delay_ns = 0.66
htreeDepth = 3
cts_made_buffers = 104
root_buffer = clkbuf_16

[pwr]
p_leak_nw = 14.5
peakVddDrop_mv = 0.203
p_per_area_nw_per_um2 = 309

[die]
die_w_um = 286
dieArea_um2 = 82000
fp_util_pct = 50.9
ios = 26
rows = 103
die_h_um = 286
core-area_um2 = 79500

[placement]
dp_cells = 2966
gp_congestion = 0.949
portBuffers = 24
dp_hpwl_um = 58100

[run_status]
status = complete, no violations
## cell usage after synthesis, types with 3 or more instances
cell type	n	area, um^2
a31o_2	3	26.3
nand2b_1	7	43.8
a22o_1	3	26.3
mux2i_1	104	1040
buf_2	19	95.1
o41ai_1	3	26.3
mux4_2	212	4770
clkbuf_1	26	97.6
buf_4	27	203
buf_6	24	270
a221oi_1	9	78.8
buf_8	4	60.1
or2_2	3	18.8
nor2b_1	8	50.1
a22oi_1	24	180
a211oi_1	3	22.5
nand4_1	5	31.3
buf_1	5	18.8
mux2_2	13	146
a31oi_1	4	25.0
edfxtp_1	1024	30700
o22ai_1	30	188
a21oi_1	22	110
nand3_1	17	85.1
o221ai_1	4	35.0
mux4_1	23	604
nor2_1	108	405
clkbuf_4	3	22.5
inv_1	3	11.3
nor3_1	53	265
o21ai_0	21	105
nand2_1	32	120
o22a_1	5	43.8
dfxtp_1	8	160
a311oi_1	3	26.3
## metal layers
metal	wire, um	share of wire, %	global-route usage (%)
met2	45500	48	38.6
met1	32400	34	38.9
met4	3020	3.2	6.60
met3	13500	14	16.4
met5	77	0.081	0.465
## how the worst max path moves through the flow
stage	from	end	slack (ns)
CTS	addressr[2]	dataOut[6]	2.26
global route	addressr[2]	dataOut[6]	2.04
finish	addressr[2]	dataOut[6]	2.31
## state kept, by name, summed over array words and instances, names as in the netlist
| signal | count |
|---|---|
| memory | 1024 |
| dataOut | 8 |
## per-stage QoR
step | cell area (um^2) | power [mW] | util, % | worst slack [ns]
after floorplan | 40500 | 7.89 | - | 2.73
after global placement | 42100 | 8.18 | 52.9 | 1.53
after detailed placement | 42100 | 8.19 | 52.9 | 1.55
after CTS | 45500 | 14.1 | 57.2 | 2.26
after global routing | 45500 | 14.5 | 57.2 | 2.04
final | 45500 | 14.0 | 57.2 | 2.31
## worst min-delay path, stage by stage, from the launching register on
cell and delay (ns):
edfxtp_1 0.32, mux2i_1 0.06, nand2_1 0.06, nand3_1 0.09, nand4_1 0.14, o31a_1 0.14
## area by class of cell
class,instances,area share (%)
Clock buffer,125,5.98
Clock inverter,71,1.62
Sequential cell,1032,67.9
Timing Repair Buffer,134,2.47
Tap cell,1050,2.89
Multi-Input combinational cell,747,19.1
Inverter,3,0.0247
## placed cells by master, fill, tap and decap left out, drive strengths merged, types with 4 or more instances in the layout
| cell | instances |
|---|---|
| mux4 | 235 |
| nor2b | 8 |
| clkdlybuf4s50 | 13 |
| o21ai | 22 |
| a221oi | 9 |
| o221ai | 4 |
| edfxtp | 1024 |
| o22ai | 30 |
| nand2b | 7 |
| nor3 | 53 |
| nand2 | 32 |
| clkbuf | 126 |
| o22a | 5 |
| inv | 7 |
| mux2i | 104 |
| a21oi | 22 |
| a22oi | 24 |
| nor2 | 108 |
| mux2 | 13 |
| bufinv | 14 |
| nand4 | 5 |
| a31oi | 4 |
| buf | 120 |
| dfxtp | 8 |
| nand3 | 17 |
| clkinv | 51 |
## power breakdown
group          internal (mW)  switching [mW]
clock network           3.55            2.45
registers               7.35          0.0164
logic                  0.243           0.443
total                   11.1            2.91
## logic make-up (layout without fill, tap and decap cells)
family	count (synthesis)	after routing	share of synthesized area [%]
flops	1032	1032	76.4
mux	352	352	16.2
simple gates	247	247	2.77
compound gates	148	148	2.50
buf+inv	115	333	2.09
Power is estimated from default activity; no workload was simulated.
